[flow/run.sh]
#!/bin/bash
# OpenROAD 26Q1-2900-gdf79404cd8, Yosys 0.63+post, stock flow scripts
make -C /OpenROAD-flow-scripts/flow DESIGN_CONFIG=/design/flow/config.mk WORK_HOME=/design/flow/orfs finish
[flow/config.mk]
export PLATFORM = sky130hd
export DESIGN_NAME = control_unit
export DESIGN_NICKNAME = control_unit
export VERILOG_FILES = /design/flow/design.v
export SDC_FILE = /design/flow/constraint.sdc
export NUM_CORES = 4
export LEC_CHECK = 1
export CORE_AREA = 10 10 70 70
export DIE_AREA = 0 0 80 80
[flow/constraint.sdc]
current_design control_unit

set clk_period 2.2
set clk_io_pct 0.2

create_clock -name clk0 -period $clk_period

set non_clock_inputs [all_inputs -no_clocks]
set_input_delay [expr $clk_period * $clk_io_pct] -clock clk0 $non_clock_inputs
set_output_delay [expr $clk_period * $clk_io_pct] -clock clk0 [all_outputs]
[flow/design.v]
module control_unit (
  input [31:0] instruction,
  output reg [5:0] ALU_op,
  output reg ALU_src,    
  output reg reg_write,mem_read,mem_write,mem_to_reg,reg_dst,
  output reg jump,branch,branch_ne,
  output reg immediate_shifter,   
  output reg [1:0] memory_access
);
wire [5:0] op_code;
assign op_code =instruction[31:26];
always @(instruction) begin
  casex (op_code)
    0: begin
      ALU_src=0;
      reg_write=1;
      mem_read=0;
      mem_write=0;
      mem_to_reg=0;
      reg_dst=1;
      jump=0;
      branch=0;
      branch_ne=0;
      ALU_op=instruction[5:0];
      immediate_shifter=0;
      memory_access=2'b11;
    end  
    6'b001xxx: begin   
      ALU_src=1;
      reg_write=1;
      mem_read=0;
      mem_write=0;
      mem_to_reg=0;
      reg_dst=0;
      jump=0;
      branch=0;
      branch_ne=0;
      memory_access=2'b11;
      if (op_code[2:0]=='b010) begin  
        ALU_op={3'b101,op_code[2:0]};
        immediate_shifter=0;
      end
      else if (op_code[2:0] == 'b111) begin  
        ALU_op=6'b10_0000;   
        immediate_shifter=1; 
      end
      else begin
      ALU_op={3'b100,op_code[2:0]};
      immediate_shifter=0;
      end
    end
    6'b1000xx: begin
      ALU_src=1;
      reg_write=1;
      mem_read=1;
      mem_write=0;
      mem_to_reg=1;
      reg_dst=0;
      jump=0;
      branch=0;
      immediate_shifter=0;  
      ALU_op=6'b10_0000;
      memory_access=op_code[1:0];
    end 
    6'b101xxx: begin
      ALU_src=1;
      reg_write=0;
      mem_read=0;
      mem_write=1;
      mem_to_reg=0;
      reg_dst=0;
      jump=0;
      branch=0;
      immediate_shifter=0;   
      ALU_op=6'b10_0000;    
      memory_access=op_code[1:0];
    end 
    6'b00010x: begin
      ALU_src=0;
      reg_write=0;
      mem_read=0;
      mem_write=0;
      mem_to_reg=0;
      reg_dst=0;
      jump=0;
      immediate_shifter=0;   
      ALU_op=6'b10_0010;     
      memory_access=2'b11;
      if(op_code[0] ==0) begin
      branch=1;
      branch_ne=0;
      end
      else begin
        branch=0;
        branch_ne=1;
      end
    end 
    6'b00_001x: begin
      ALU_src=0;
      reg_write=0;
      mem_read=0;
      mem_write=0;
      mem_to_reg=0;
      reg_dst=0;
      jump=1;
      branch=0;
      branch_ne=0;
      immediate_shifter=0;   
      ALU_op=6'b10_0000;
      memory_access=2'b11;  
    end 
    default: begin
      ALU_src=0;
      reg_write=0;
      mem_read=0;
      mem_write=0;
      mem_to_reg=0;
      reg_dst=0;
      jump=0;
      branch=0;
      branch_ne=0;
      immediate_shifter=0;   
      ALU_op=0;  
      memory_access=2'b11;
    end
  endcase
end  
endmodule
==> summary.txt <==
Item: results of the latest flow run.

- The run finished with clean final reports.
- The combined global-route utilization of all metal layers is 3.72%.
- After synthesis the netlist holds a flip-flop and latch count of 1.
- The most critical setup path has its startpoint at instruction[30].
- The library cells used most frequently in the layout, excluding fill and tap cells, are sky130_fd_sc_hd__clkdlybuf4s50_1 (23), sky130_fd_sc_hd__buf_4 (15), sky130_fd_sc_hd__nand2_1 (5).
- The final count of negative-setup-slack endpoints is 0.
- The first TritonRoute pass finished after 2 iterations.
- The die covers 6400 um2.
- The number of warnings reported in the yosys synthesis log is 1.
- The synthesized instance count is 46.
- The number of placement rows is 21.
- In the final layout, the share of cells above drive strength 1 is 37.8%.
- In the final layout, the fill cell count is 379.
- During placement, the flow inserted port buffers numbering 30.
- The ratio of routed vias to standard cells is 3.52.
- The ratio of final minimum period to clock period is 96.4%.
- The worst setup path is of the in2out kind.
- The via count of the first global-routing pass was 441.
- The routed design could run at a clock period as short as 2.12 ns.
- The number of DRC markers in iteration 0 is 29.
- The initial utilization of the core area, before any placement, comes to 8.57%.
- The total via count in the routed design is 479.
- The final cell count without fillers is 136.
- The critical path arrival is 1.68 ns.
- At the worst endpoint, the required time is 1.76 ns.
- Summed over all failing endpoints, the final setup total negative slack is 0 ns.
- The most critical setup path has its endpoint at ALU_op[5].
- The average instance in the mapped netlist occupies 6.36 um2.
- The number of register pins that no clock reaches is 1.
- The initial antenna violation count is 0.
- The weighted congestion reported at the end of routability-driven placement is 0.795.
- The startpoint of the tightest hold check path is instruction[27].
- In this run the tightest slew margin relative to its limit is 86.6%.
- The count of endpoints without a timing constraint is 2.
- After global routing the overflow that remains totals 0.
- The most frequent logic cell in the layout is sky130_fd_sc_hd__clkdlybuf4s50_1.
- The startpoint type of the worst setup path is an input port.
- The critical path endpoint category is an output pin.
- The logs give a warning total of 53.
- The largest net degree at the start of global routing is 8.
- The path category of the worst min-delay check is in2out.
- Counting pins that exceed their max-slew limit in the final report gives 0.
- The flip-flop count of the largest register after layout came to 1.
- The logic area is 273 um2.
- The stat command in Yosys gives a chip area of 293 um2.
- Setup repair after global routing left no endpoint under its margin.
- The first global-routing pass estimated 2.04 mm of wire.
- Hold is met by 1.34 ns.
- The max-capacitance violation count is 0.
- Measured along the x axis, the die boundary spans 80 um.
- The synthesized netlist was found by Yosys to have 46 cells.
- The cell area after synthesis is 293 um2.
- The instance count after placement with tap cells included is 133.
- The number of antenna repair diodes is 0.
- The maximum frequency from static timing analysis is 471 MHz.
- The worst-case IR drop observed on VDD is 0.0198 mV.
- The transition at the pin with the smallest max-transition slack is 0.201 ns.
- The total power density per cell area is 134 nW/um2.
- The residual antenna-violating net count after detailed routing is 0.
- The leakage component of the power was reported as 0.347 nW.
- The routed wire length per instance is 10.4 um.
- The flow measured a signed area growth from synthesis to layout of 165%.
- The count of final hold-check violations is 0.
- The die is 80 um tall.
- The sum of net half-perimeters after detailed placement is 1.19 mm.
- 50 I/O pins were placed.
- The core box area is 3420 um2.
- The count of unresolved DRC violations after routing is 0.
- The total power consumption of the routed design is 104 uW.
- The area used by sequential logic in the layout is 15.0 um2.
- Hold repair after CTS inserted 0 buffers.
- Of all nets on the critical path, the largest fanout is 7.
- The placement-stage worst setup slack is -0.323 ns.
- The total wirelength of the detailed-routed design is 1.41 mm.
- The post-synthesis cell type count is 25.
- Across all setup checks in the final design, the least slack found is 0.0783 ns.
==> logic make-up after synthesis <==
kind of cell	synth area share [%]
compound gates	30.3
latches	5.13
simple gates	52.6
buf+inv	12.0
==> synth_stat cells, drive strengths merged <==
cell type	number	area (um2)
nor2	6	35.0
nor3	3	15.0
and3	3	25.0
a22o	1	8.76
a21oi	3	15.0
and2	1	6.26
buf	4	27.5
inv	2	7.51
a211o	1	8.76
nand2b	3	18.8
and2b	1	8.76
o21ai	2	10.0
a21o	2	16.3
dlxtn	1	15.0
nand2	5	18.8
a21boi	2	15.0
nand3	3	15.0
o21a	2	15.0
and4b	1	11.3
==> per-layer routing <==
metal / wire [um] / track usage (%)
met1: 590 / 4.29
met3: 186 / 1.14
met4: 0 / 0
met5: 0 / 0
met2: 632 / 6.90
==> worst max-delay path, cell delays in order <==
cell and delay [ns]:
sky130_fd_sc_hd__clkdlybuf4s15_1 0.22, sky130_fd_sc_hd__nor2_4 0.19, sky130_fd_sc_hd__and3_4 0.23, sky130_fd_sc_hd__a22o_1 0.13
sky130_fd_sc_hd__clkdlybuf4s50_1 0.46
==> power by group <==
| part | leakage, nW | total, mW | internal (mW) | switching, mW |
|---|---|---|---|---|
| Sequential | 0.00763 | 0.000870 | 0.000832 | 0.0000379 |
| Clock | 0 | 0 | 0 | 0 |
| Combinational | 0.339 | 0.103 | 0.0647 | 0.0388 |
| Total | 0.347 | 0.104 | 0.0655 | 0.0388 |
==> how the worst min path moves through the flow <==
stage	endpoint	depth (start not counted)
4_1_cts	mem_read	3
5_1_grt	ALU_op[1]	4
6_report	ALU_op[1]	5
==> final cells by class <==
cell class	instances	area share, %
inverter	2	0.966
multi-input combinational	39	35.1
sequential	1	1.93
tap	46	7.41
timing repair buffer	48	54.6
==> metrics by stage <==
| stage | area, um2 | utilization, % |
|---|---|---|
| floorplan | 293 | - |
| global placement | 736 | 21.5 |
| detailed placement | 736 | 21.5 |
| CTS | 751 | 22.0 |
| global route | 777 | 22.7 |
| finish | 777 | 22.7 |
==> repair_timing <==
item | 4_1_cts | 5_1_grt
endpoints found under the setup margin | 17 | 13
pin swaps | 3 | 4
buffers inserted | 1 | 2
gates resized | 14 | 19
No activity file was given, so power comes from the tool's default toggle rates.
