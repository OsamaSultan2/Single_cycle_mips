==> /design/flow/config.mk <==
export PLATFORM = sky130hd
export DESIGN_NAME = ALU
export DESIGN_NICKNAME = ALU
export VERILOG_FILES = /design/flow/design.v
export SDC_FILE = /design/flow/constraint.sdc
export NUM_CORES = 4
export LEC_CHECK = 1
export CORE_UTILIZATION = 40
==> /design/flow/constraint.sdc <==
current_design ALU

set clk_period 16.9
set clk_io_pct 0.2

create_clock -name clk0 -period $clk_period

set non_clock_inputs [all_inputs -no_clocks]
set_input_delay [expr $clk_period * $clk_io_pct] -clock clk0 $non_clock_inputs
set_output_delay [expr $clk_period * $clk_io_pct] -clock clk0 [all_outputs]
==> /design/flow/run.sh <==
#!/bin/bash
# OpenROAD 26Q1-2900-gdf79404cd8, Yosys 0.63+post, stock flow scripts
make -C /OpenROAD-flow-scripts/flow DESIGN_CONFIG=/design/flow/config.mk WORK_HOME=/design/flow/orfs finish
==> /design/flow/design.v <==
module ALU (
  input   [31:0] reg_one , reg_two,
  input [5:0] op,
  input [4:0] shamt,
  output  [31:0] result,
  output zero_f,negative_f,overflow_f,
  output reg carry_f
);
reg[31:0] result_in;  
wire [31:0] reg_two_chk;
  always @(*) begin
    case (op)
      0:begin   
        result_in= reg_one << shamt;
        carry_f = 0;
      end 
      2:begin   
        result_in= reg_one >> shamt;
        carry_f=0;
      end 
      3:begin   
        result_in= reg_one >>> shamt;
        carry_f=0;
      end 
      8:begin   
        result_in= reg_one;
        carry_f=0;
      end 
      32:begin  
        {carry_f,result_in}= reg_one + reg_two;
      end 
      34:begin  
        {carry_f,result_in} = reg_one - reg_two;
      end
      36:begin  
        result_in= reg_one & reg_two;
        carry_f=0;
      end 
      37:begin  
        result_in= reg_one | reg_two;
        carry_f=0;
      end 
      38:begin  
        result_in= reg_one ^ reg_two;
        carry_f=0;
      end 
      39:begin  
        result_in= ~(reg_one | reg_two);
        carry_f=0;
      end 
      42:begin  
        {carry_f,result_in}=reg_one-reg_two;
      end 
      default: begin
        result_in =0;
        carry_f = 0;
      end
    endcase
  end
  assign reg_two_chk=(op==42 ||op ==36)?(~reg_two):reg_two;
  assign overflow_f= (~(reg_one[31]^reg_two_chk[31])) & (carry_f ^ result_in [31]);  
  assign zero_f = &(~result_in);
  assign negative_f= result_in[31] ^ overflow_f;
  assign result=(op==42)?{30'b0,negative_f}:result_in;
endmodule
==> results.yml <==
# generated from flow reports
critical_path:
  critPathSlowestCell: "clkdlybuf4s50_1"
  worstPathArrival_ns: 8.93
  slowest_delay_ns: 0.94
  cp.required_ns: 13.52
  endpoint_kind: "primary output"
  path_delay_family: "AND-OR/OR-AND gates"
  worstPathCellList: "clkdlybuf4s50_1 > inv_1 > ha_1 > inv_1 > a21oi_1 > o31ai_1 > a211oi_1 > o21ai_0 > a21o_1 > a211oi_1 > o21ai_1 > a2111oi_0 > nand4_1 > nor2_1 > clkdlybuf4s50_1"
  start_kind: "input pin"
  worst-path-buf-inv: 4
  worstSetupPathType: "input pin to primary output"
  path_max_fanout: 14
power:
  swShare_pct: 61.5
  p_leak_nw: 4.63
  ir_drop_uv: 16.9
  cellPowerDensity_nw_per_um2: 32.1
  power.switching_uw: 228
  fin_total_pwr_uw: 371
  intPower_uw: 143
timing:
  fmaxAchievable_mhz: 81.2
  hold_viol: 0
  slew_violations: 0
  relSlewSlack_pct: 30.0
  period_used_pct: 72.8
  worst_slew_pin_slew_ns: 1.02
  setup_violations: 0
  rsz0062_at_grt: "no"
  period_needed_ns: 12.31
  final.setup.tns_ns: 0
grt:
  grt_max_degree: 56
  antenna_found_initial: 1
  grt_first_pass_wirelength_um: 79600
  gr-total-overflow: 0
  grtUsageTotal_pct: 41.3
  grt_pass1_vias: 12000
route:
  drtIter0Drc: 1675
  avgViaCountPerCell: 7.06
  final_antenna_net_count: 0
  drc_errors: 0
  firstDrtPassIters: 8
  drt_wl_total_um: 54100
  wire_per_inst_um: 29.7
  num_vias: 12900
final_layout:
  ff_latch_area_um2: 0
  final_core_util_pct: 45.6
  syn2layout_area_growth_pct: 11.1
  layout.cells.most_common_list: "nor2_1 (142), nand2_1 (121), clkdlybuf4s50_1 (106), ha_1 (105), inv_1 (104)"
  flops: 0
  nFillCells: 2611
  drive_gt1_share_pct: 8.79
  design_area_um2: 11500
  logic_area_um2: 9370
  nClkBuffers: 0
  lay_top_count: "nor2_1"
placement:
  gp_routability_congestion: 1.12
  dpl.hpwl_um: 41400
  post_dp_cell_area_um2: 11500
  port_buffers: 111
synthesis:
  syn_area_um2: 10400
  yosysChipArea_um2: 10400
  ys_cells: 1477
  syn_inst: 1477
  synth_cell_types: 87
  yosysWarnings: 1
  yosysSeqAreaShare_pct: 0
  avgSynthCellArea_um2: 7.04
clocking:
  post-cts-setup-buffers: 0
  hold_buffers: 0
  ctsResizeCount: 0
worst_hold_path:
  hp-class: "input pin to primary output"
die:
  floorplan.core_util_pct: 41.0
  core_um2: 25300
  die_area_um2: 26600
  die_y_um: 163
  ios: 111
  rows: 58
  die_x_um: 163
run:
  drv_cap: 0
  warning_count: 105
outcome:
  outcome: "completed"
## cells in the mapped netlist (9+ instances only)
master    number  area, um2
nor2_1       142        533
o221ai_1      10       87.6
a31oi_1       18        113
a221oi_1      11       96.3
xnor2_1       34        298
a211oi_1      27        203
nor2b_1       29        181
o21ai_0       73        365
nand2b_1      15       93.8
a221o_1       10        100
buf_2         32        160
a21o_1        12       90.1
nor3_1        42        210
and3_1        11       68.8
o21a_1         9       67.6
mux2_2        19        214
nand4_1       23        144
inv_1        104        390
nor4_1        15       93.8
mux4_2        51       1150
a21boi_0      10       75.1
mux2i_1       51        510
xor2_1         9       78.8
o32ai_1       12        105
a222oi_1      26        260
a21oi_1      103        515
nand2_1      121        454
clkbuf_1      83        312
a211o_1       10       87.6
o211ai_1      37        278
and2_1        12       75.1
o31ai_1       13       97.6
ha_1         105       1310
nand3_1       35        175
o22ai_1       14       87.6
## final timing paths
kind | start | to | slack (ns) | depth (start not counted)
worst max-delay path | reg_one[8] | zero_f | 4.59 | 15
worst min-delay path | reg_two[31] | result[0] | 8.04 | 5
## metal layers
metal  share of wire [%]  track usage (%)  vias up  routed length, um
li1                    -                -     5625                  -
met1                  41             58.2     6136              22200
met2                  41             59.4      950              22400
met3                  13             13.0      145               7140
met4                 4.4             14.4        0               2390
met5                   0            0.189        -                  0
## through the flow
stage	hold slack, ns	instances	setup WS [ns]
finish	8.04	1822	4.59
CTS	8.05	1821	4.82
detailed placement	8.05	1821	4.85
floorplan	6.93	1477	7.24
global placement	8.05	1821	4.74
global route	8.12	1821	4.40
## power by group through the flow
stage    registers, mW  clock network (mW)  logic (mW)
4_1_cts              0                   0       0.358
5_1_grt              0                   0       0.393
## cell families after synthesis
kind of cell,Yosys count,synth area share (%)
AND-OR/OR-AND,480,32.7
XOR/XNOR,43,3.62
adder cells (fa/ha/maj),107,13.0
buffers and inverters,239,9.94
multiplexers,121,18.0
AND/OR/NAND/NOR,487,22.7
## cell type report
type,instances,share of cell area [%]
diodes,1,0.0217
multi-input cells,1238,81.1
well taps,330,3.58
repair buffers,149,11.9
inverters,104,3.38
Power is estimated from default activity; no workload was simulated.
